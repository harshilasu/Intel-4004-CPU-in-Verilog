File: flow/run.sh
#!/bin/bash
# OpenROAD 26Q1-2900-gdf79404cd8, Yosys 0.63+post, stock flow scripts
make -C /OpenROAD-flow-scripts/flow DESIGN_CONFIG=/design/flow/config.mk WORK_HOME=/design/flow/orfs finish
File: flow/config.mk
export PLATFORM = sky130hd
export DESIGN_NAME = scu
export DESIGN_NICKNAME = scu
export VERILOG_FILES = /design/flow/design.v
export SDC_FILE = /design/flow/constraint.sdc
export NUM_CORES = 4
export LEC_CHECK = 1
export CORE_AREA = 10 10 70 70
export DIE_AREA = 0 0 80 80
File: flow/constraint.sdc
current_design scu

set clk_period 1.4
set clk_io_pct 0.2

create_clock -name clk0 -period $clk_period [get_ports {clk_i}]

set non_clock_inputs [all_inputs -no_clocks]
set_input_delay [expr $clk_period * $clk_io_pct] -clock clk0 $non_clock_inputs
set_output_delay [expr $clk_period * $clk_io_pct] -clock clk0 [all_outputs]
File: flow/design.v
parameter	H_MAX					= 1600;			 
parameter	V_MAX					= 900;			 
parameter	R480_272P				= 0;			 
parameter	R640_480P 				= 1;			 
parameter	R720_480P 				= 2;			
parameter	R1280_720P				= 3;
parameter	R1600_900P				= 4;
parameter	R800_600P				= 5;
parameter	RESOLUTION_WIDTH		=$clog2(R800_600P);
parameter H_480_272p_S				= 45;				 
parameter H_480_272p_FP				= 0; 				 
parameter H_480_272p_AV				= 480; 				 
parameter H_480_272p_BP				= 0;				 
parameter V_480_272p_S				= 16;				 
parameter V_480_272p_FP				= 0; 				 
parameter V_480_272p_AV				= 272; 				 
parameter V_480_272p_BP				= 0;				 
parameter H_480_272p_AV_FP			= H_480_272p_AV + H_480_272p_FP;
parameter H_480_272p_AV_FP_S		= H_480_272p_AV + H_480_272p_FP + H_480_272p_S;
parameter H_480_272p_AV_FP_S_BP		= H_480_272p_AV + H_480_272p_FP + H_480_272p_S + H_480_272p_BP;
parameter V_480_272p_AV_FP			= V_480_272p_AV + V_480_272p_FP;
parameter V_480_272p_AV_FP_S		= V_480_272p_AV + V_480_272p_FP + V_480_272p_S;
parameter V_480_272p_AV_FP_S_BP		= V_480_272p_AV + V_480_272p_FP + V_480_272p_S + V_480_272p_BP;
parameter H_480_272p_POL			= 0;			 
parameter V_480_272p_POL			= 0;			 
parameter H_640_480p_S				= 96;				 
parameter H_640_480p_FP				= 16; 				 
parameter H_640_480p_AV				= 640; 				 
parameter H_640_480p_BP				= 48;				 
parameter V_640_480p_S				= 2;				 
parameter V_640_480p_FP				= 33; 				 
parameter V_640_480p_AV				= 480; 				 
parameter V_640_480p_BP				= 10;				 
parameter H_640_480p_AV_FP			= H_640_480p_AV + H_640_480p_FP;
parameter H_640_480p_AV_FP_S		= H_640_480p_AV + H_640_480p_FP + H_640_480p_S;
parameter H_640_480p_AV_FP_S_BP		= H_640_480p_AV + H_640_480p_FP + H_640_480p_S + H_640_480p_BP;
parameter V_640_480p_AV_FP			= V_640_480p_AV + V_640_480p_FP;
parameter V_640_480p_AV_FP_S		= V_640_480p_AV + V_640_480p_FP + V_640_480p_S;
parameter V_640_480p_AV_FP_S_BP		= V_640_480p_AV + V_640_480p_FP + V_640_480p_S + V_640_480p_BP;
parameter H_640_480p_POL			= 0;			 
parameter V_640_480p_POL			= 0;			 
parameter H_720_480p_S				= 62;				 
parameter H_720_480p_FP				= 16; 				 
parameter H_720_480p_AV				= 720; 				 
parameter H_720_480p_BP				= 60;				 
parameter V_720_480p_S				= 6;				 
parameter V_720_480p_FP				= 9; 				 
parameter V_720_480p_AV				= 480; 				 
parameter V_720_480p_BP				= 30;				 
parameter H_720_480p_AV_FP			= H_720_480p_AV + H_720_480p_FP;
parameter H_720_480p_AV_FP_S		= H_720_480p_AV + H_720_480p_FP + H_720_480p_S;
parameter H_720_480p_AV_FP_S_BP		= H_720_480p_AV + H_720_480p_FP + H_720_480p_S + H_720_480p_BP;
parameter V_720_480p_AV_FP			= V_720_480p_AV + V_720_480p_FP;
parameter V_720_480p_AV_FP_S		= V_720_480p_AV + V_720_480p_FP + V_720_480p_S;
parameter V_720_480p_AV_FP_S_BP		= V_720_480p_AV + V_720_480p_FP + V_720_480p_S + V_720_480p_BP;
parameter H_720_480p_POL			= 0;			 
parameter V_720_480p_POL			= 0;			 
parameter H_1280_720p_S				= 40;				 
parameter H_1280_720p_FP			= 110; 				 
parameter H_1280_720p_AV			= 1280; 			 
parameter H_1280_720p_BP			= 220;				 
parameter V_1280_720p_S				= 5;				 
parameter V_1280_720p_FP			= 5; 				 
parameter V_1280_720p_AV			= 720; 				 
parameter V_1280_720p_BP			= 20;				 
parameter H_1280_720p_AV_FP			= H_1280_720p_AV + H_1280_720p_FP;
parameter H_1280_720p_AV_FP_S		= H_1280_720p_AV + H_1280_720p_FP + H_1280_720p_S;
parameter H_1280_720p_AV_FP_S_BP	= H_1280_720p_AV + H_1280_720p_FP + H_1280_720p_S + H_1280_720p_BP;
parameter V_1280_720p_AV_FP			= V_1280_720p_AV + V_1280_720p_FP;
parameter V_1280_720p_AV_FP_S		= V_1280_720p_AV + V_1280_720p_FP + V_1280_720p_S;
parameter V_1280_720p_AV_FP_S_BP	= V_1280_720p_AV + V_1280_720p_FP + V_1280_720p_S + V_1280_720p_BP;
parameter H_1280_720p_POL			= 1;			 
parameter V_1280_720p_POL			= 1;			 
parameter H_1600_900p_S				= 20;				 
parameter H_1600_900p_FP			= 60; 				 
parameter H_1600_900p_AV			= 1600; 			 
parameter H_1600_900p_BP			= 120;				 
parameter V_1600_900p_S				= 10;				 
parameter V_1600_900p_FP			= 20; 				 
parameter V_1600_900p_AV			= 900; 				 
parameter V_1600_900p_BP			= 70;				 
parameter H_1600_900p_AV_FP			= H_1600_900p_AV + H_1600_900p_FP;
parameter H_1600_900p_AV_FP_S		= H_1600_900p_AV + H_1600_900p_FP + H_1600_900p_S;
parameter H_1600_900p_AV_FP_S_BP	= H_1600_900p_AV + H_1600_900p_FP + H_1600_900p_S + H_1600_900p_BP;
parameter V_1600_900p_AV_FP			= V_1600_900p_AV + V_1600_900p_FP;
parameter V_1600_900p_AV_FP_S		= V_1600_900p_AV + V_1600_900p_FP + V_1600_900p_S;
parameter V_1600_900p_AV_FP_S_BP	= V_1600_900p_AV + V_1600_900p_FP + V_1600_900p_S + V_1600_900p_BP;
parameter H_1600_900p_POL			= 1;			 
parameter V_1600_900p_POL			= 1;			 
parameter H_800_600p_S				= 128;				 
parameter H_800_600p_FP				= 40; 				 
parameter H_800_600p_AV				= 800; 			 
parameter H_800_600p_BP				= 88;				 
parameter V_800_600p_S				= 4;				 
parameter V_800_600p_FP				= 1; 				 
parameter V_800_600p_AV				= 600; 				 
parameter V_800_600p_BP				= 23;				 
parameter H_800_600p_AV_FP			= H_800_600p_AV + H_800_600p_FP;
parameter H_800_600p_AV_FP_S		= H_800_600p_AV + H_800_600p_FP + H_800_600p_S;
parameter H_800_600p_AV_FP_S_BP		= H_800_600p_AV + H_800_600p_FP + H_800_600p_S + H_800_600p_BP;
parameter V_800_600p_AV_FP			= V_800_600p_AV + V_800_600p_FP;
parameter V_800_600p_AV_FP_S		= V_800_600p_AV + V_800_600p_FP + V_800_600p_S;
parameter V_800_600p_AV_FP_S_BP		= V_800_600p_AV + V_800_600p_FP + V_800_600p_S + V_800_600p_BP;
parameter H_800_600p_POL			= 1;			 
parameter V_800_600p_POL			= 1;			 
parameter	integer		TopLeft_X			= 150;
parameter	integer		TopLeft_Y			= 300;
parameter	integer		TopRight_X			= 3950;
parameter	integer		TopRight_Y			= 300;
parameter	integer		BottomLeft_X		= 150;
parameter	integer		BottomLeft_Y		= 3800;
parameter	integer		BottomRight_X		= 3950;
parameter	integer		BottomRight_Y		= 3800;
parameter	integer		XPlateR				= 900;
parameter 	integer		YPlateR				= 245;
`timescale 1ns / 1ps
`default_nettype none	 
module scu 
   (input  wire clk_i,         
    input  wire rstn_i,        
    output wire async_rst_o);  
parameter	integer		RST_SYNC_NUM			= 100;
parameter	integer		RST_DBNC					= 10;
parameter	integer		RST_SYNC_NUM_LENGTH	= $clog2(RST_SYNC_NUM);
parameter					VDD						= 1'b1;
parameter 					GROUND 					= 1'b0;
wire										Start_Up_Rst;
wire										SysConCLK;
reg	[RST_DBNC-1:0]					RstDbncQ;
reg	[RST_DBNC-1:0]					RstDbncTemp;
wire										intRst;
reg										intfb;
reg										intpllout_xs;
reg	[7:0]								int_sw;
reg 	[RST_SYNC_NUM-1:0]			RstQ;
reg	[RST_SYNC_NUM_LENGTH:0]		RstD;
wire										RstDbnc;
   initial begin
		RstQ[RST_SYNC_NUM-1]				=	0;
		RstQ[RST_SYNC_NUM-2:0]			=	{RST_SYNC_NUM-1{1'b1}};
		RstD[RST_SYNC_NUM_LENGTH:0]	=	{1'b1,RST_SYNC_NUM[RST_SYNC_NUM_LENGTH-1:0]};
	end
	always@(rstn_i) RstDbncQ[0]	=	~rstn_i;
	genvar i;
   generate
	   for(i = 1; i < RST_DBNC; i = i + 1)	begin : reset_block
         always@(posedge clk_i) RstDbncQ[i]	<=	RstDbncQ[i-1];
		end
   endgenerate
	always@(RstDbncQ[0]) RstDbncTemp[0]	= RstDbncQ[0];
   generate
	   for(i = 1; i < RST_DBNC - 1; i = i + 1) begin : reset_dbnc
      always@* RstDbncTemp[i]	<=	RstDbncTemp[i-1] & RstDbncQ[i];
      end
   endgenerate
	assign async_rst_o = ~(RstDbncTemp[RST_DBNC-2] & ~RstDbncQ[RST_DBNC-1]);
endmodule
==> summary.txt <==
Implementation summary

The floorplan step set the die width to roughly 80 µm. The flow reports an fmax of around 790 MHz. The number of flip-flops in the largest register is 9. TritonRoute output was used to compute an average wire per cell of around 5.2 µm.

The count of endpoints failing setup in the final report is 0. Signal nets in the final route climb as high as met3. The post-CTS setup-driven buffer insertion count is 0. The pin count of the biggest net entering global routing is 6. Per the post-synthesis stats, the area per cell is roughly 16 µm². The share of the core filled with cells is about 9%.

The effective utilization at floorplan is 6.12%. In this run the critical register-to-register path is captured at RstDbncQ[2]$_DFF_P_. The area recorded from the Yosys report for this design is between 200 and 250 µm². The largest registers in the layout are RstDbncQ: 9 flops. CTS added clock buffers totalling 3. At the worst endpoint, the required time is approximately 1.1 ns. The number of antenna violations at the first check in global routing is 0. The library cells used most frequently in the layout, excluding fill and tap cells, are sky130_fd_sc_hd__dfxtp_1, sky130_fd_sc_hd__clkbuf_4. Hold analysis lists the worst path endpoint as RstDbncQ[1]$_DFF_P_. The post-synth register bit count is 9. TritonCTS built the clock tree. The static leakage power is around 0.00011 µW. Once iteration 0 of detailed routing completed, the report listed 3 DRC markers.

The tightest min-delay check is of the input pin to flip-flop type. Final hold analysis gives a worst-case slack of between 0.3 and 0.4 ns. The count of distinct cell types in the synthesized netlist is 5.

Per the timing report, the most critical flop-to-flop path originates at RstDbncQ[1]$_DFF_P_. The number of iterations in the first detailed-routing pass is 2. The number of standard cells after synthesis is 13. After synthesis the cells add up to roughly 210 µm².

The total grt overflow is 0. Looking at the clock tree report, the H-tree level count equals 1. The clock sink count is 9. The total cells reported by yosys after synthesis is 13.

After detailed placement, the design holds a cell count of roughly 61. STA classifies the critical path startpoint as a flip-flop. Across every metal layer, demand over resource in global routing totals between 1 and 1.5%. The flow reported a cell area power density of 1530 nW/µm².

Setup repair after global routing left no endpoint under its margin. The post-detailed-route count of antenna-violating nets is 0. The hold violation count in the final report is 0.

The worst setup path is captured at an output pin. The type of the worst setup path is flip-flop to output pin. Across the run, the number of max-cap violations was 0. Using the TritonRoute via totals, the vias-per-cell ratio works out to 1.74.

The startpoint of the worst hold path is rstn_i. The via count is approximately 110. The number of cells on the worst hold path is listed as 2. Per the OpenROAD floorplan log, the area of the core is about 3400 µm². The number of top-level pins is 3. As reported, the later end of the worst-skew pair has a clock insertion delay of between 0.2 and 0.3 ns. The largest voltage drop on the vdd net is around 0.25 mV. The number of max-slew violations in the final report is 0. The clock tree buffer depth is 2. The slack of the worst reg-to-reg path is 0.98 ns. After detailed routing, the met3 layer carries approximately 63 µm of wire. After layout, the design draws a total of between 400 and 500 µW. The finished layout holds between 60 and 70 standard cells, fillers aside. In the routed design, unresolved DRC markers number 0.

The number of antenna cells inserted is 0. The routed length on met1 is 153 µm. The share of layout cells above drive strength 1 is around a third. The flow ran to the end, and the final reports show no timing, DRC or antenna violations.

The transition time of the tightest slew-check pin is a little under 0.09 ns. Of all nets on the critical path, the largest fanout is 1. The remaining max-slew budget at the tightest pin is about 94%.

In this run the clock root is driven by a sky130_fd_sc_hd__clkbuf_4. As logged by OpenROAD, the buffers inserted on ports number 2. The clock transition at the registers of the reported paths is roughly 0.060 ns. Wire segments on met2 add up to ~120 µm in the final route. The tally of yosys warning messages is 1. The wire length recorded after detailed routing is 341 µm. Data arrives at the worst endpoint at ~0.99 ns. The chip occupies 6400 µm².

The worst path needs between 1 and 1.5 ns of the cycle, external delays included. The final estimated routing congestion in global placement is about 0.66. The most flop-heavy register is RstDbncQ. Post-route period utilization is reported as about nine tenths. The report puts the cell count of the worst reg-to-reg path at 0. The flow measured a signed area growth from synthesis to layout of 47.3%.

The global-route wire length before repair is about 570 µm. The share of the Yosys chip area taken by registers is between 80% and 90%. The number of global-route vias before repair is 130.

After layout, the setup clock skew is reported as approximately 0.0043 ns. The floorplan has 21 rows. Across all stage logs, warnings added up to 25. From bottom edge to top edge, the die measures roughly 80 µm. Per the cell usage report, the commonest logic cell in the layout is sky130_fd_sc_hd__dfxtp_1.

The final layout reports a setup TNS of 0 ns.
layer usage:
layer	vias to the layer above	track usage [%]
met2	7	1.69
met4	0	0.176
li1	55	-
met1	51	1.14
met5	-	0
met3	0	1.36
cell usage after synthesis:
cell type,instances,area [µm²]
sky130_fd_sc_hd__and4_1,1,8.76
sky130_fd_sc_hd__and4b_1,1,10.0
sky130_fd_sc_hd__dfxtp_1,9,180
sky130_fd_sc_hd__inv_1,1,3.75
sky130_fd_sc_hd__nand4_1,1,6.26
cell families after synthesis:
group | synth area share, %
buf+inv | 1.79
flops | 86.2
simple gates | 12.0
through the flow:
stage	worst slack [ns]	instance area (µm²)
2_1_floorplan	0.571	209
3_3_place_gp	-0.246	287
3_5_place_dp	-0.243	287
4_1_cts	0.0325	312
5_1_grt	0.0587	308
6_report	0.128	308
power breakdown:
part	internal, µW	leakage (µW)	switching (µW)	total, µW
logic	2.89	0.0000226	2.08	4.96
registers	270	0.0000760	5.50	276
clock network	109	0.0000150	81.0	190
repair_timing:
item | CTS | global route
endpoints found under the setup margin | 1 | 1
resized | 4 | 2
pin swaps | 1 | 0
hold buffers | 0 | 0
worst max-delay path by stage:
stage	startpoint	endpoint	slack, ns	depth (start not counted)
4_1_cts	RstDbncQ[9]$_DFF_P_	async_rst_o	0.03	3
6_report	RstDbncQ[9]$_DFF_P_	async_rst_o	0.13	3
5_1_grt	RstDbncQ[9]$_DFF_P_	async_rst_o	0.06	3
worst max-delay path: stages (launching register included):
cell                       delay [ns]
sky130_fd_sc_hd__dfxtp_2         0.31
sky130_fd_sc_hd__and4b_1         0.23
sky130_fd_sc_hd__nand4_1         0.09
sky130_fd_sc_hd__clkbuf_2        0.11
final cells by class:
cell class / count / area [µm²]
sequential: 9 / 181
timing repair buffer: 2 / 13.8
inverter: 1 / 3.75
tap: 46 / 57.6
fill: 401 / 3110
clock buffer: 4 / 26.3
multi-input combinational: 3 / 25.0
No activity file was given, so power comes from the tool's default toggle rates.
