### flow/config.mk
export PLATFORM = sky130hd
export DESIGN_NAME = Seven_Segment_Display
export DESIGN_NICKNAME = Seven_Segment_Display
export VERILOG_FILES = /design/flow/design.v
export SDC_FILE = /design/flow/constraint.sdc
export NUM_CORES = 4
export LEC_CHECK = 1
export CORE_AREA = 10 10 78 78
export DIE_AREA = 0 0 88 88
### flow/constraint.sdc
current_design Seven_Segment_Display

set clk_period 3.1
set clk_io_pct 0.2

create_clock -name clk0 -period $clk_period [get_ports {clk_i}]

set non_clock_inputs [all_inputs -no_clocks]
set_input_delay [expr $clk_period * $clk_io_pct] -clock clk0 $non_clock_inputs
set_output_delay [expr $clk_period * $clk_io_pct] -clock clk0 [all_outputs]
### flow/design.v
parameter	H_MAX					= 1600;			 
parameter	V_MAX					= 900;			 
parameter	R480_272P				= 0;			 
parameter	R640_480P 				= 1;			 
parameter	R720_480P 				= 2;			
parameter	R1280_720P				= 3;
parameter	R1600_900P				= 4;
parameter	R800_600P				= 5;
parameter	RESOLUTION_WIDTH		=$clog2(R800_600P);
parameter H_480_272p_S				= 45;				 
parameter H_480_272p_FP				= 0; 				 
parameter H_480_272p_AV				= 480; 				 
parameter H_480_272p_BP				= 0;				 
parameter V_480_272p_S				= 16;				 
parameter V_480_272p_FP				= 0; 				 
parameter V_480_272p_AV				= 272; 				 
parameter V_480_272p_BP				= 0;				 
parameter H_480_272p_AV_FP			= H_480_272p_AV + H_480_272p_FP;
parameter H_480_272p_AV_FP_S		= H_480_272p_AV + H_480_272p_FP + H_480_272p_S;
parameter H_480_272p_AV_FP_S_BP		= H_480_272p_AV + H_480_272p_FP + H_480_272p_S + H_480_272p_BP;
parameter V_480_272p_AV_FP			= V_480_272p_AV + V_480_272p_FP;
parameter V_480_272p_AV_FP_S		= V_480_272p_AV + V_480_272p_FP + V_480_272p_S;
parameter V_480_272p_AV_FP_S_BP		= V_480_272p_AV + V_480_272p_FP + V_480_272p_S + V_480_272p_BP;
parameter H_480_272p_POL			= 0;			 
parameter V_480_272p_POL			= 0;			 
parameter H_640_480p_S				= 96;				 
parameter H_640_480p_FP				= 16; 				 
parameter H_640_480p_AV				= 640; 				 
parameter H_640_480p_BP				= 48;				 
parameter V_640_480p_S				= 2;				 
parameter V_640_480p_FP				= 33; 				 
parameter V_640_480p_AV				= 480; 				 
parameter V_640_480p_BP				= 10;				 
parameter H_640_480p_AV_FP			= H_640_480p_AV + H_640_480p_FP;
parameter H_640_480p_AV_FP_S		= H_640_480p_AV + H_640_480p_FP + H_640_480p_S;
parameter H_640_480p_AV_FP_S_BP		= H_640_480p_AV + H_640_480p_FP + H_640_480p_S + H_640_480p_BP;
parameter V_640_480p_AV_FP			= V_640_480p_AV + V_640_480p_FP;
parameter V_640_480p_AV_FP_S		= V_640_480p_AV + V_640_480p_FP + V_640_480p_S;
parameter V_640_480p_AV_FP_S_BP		= V_640_480p_AV + V_640_480p_FP + V_640_480p_S + V_640_480p_BP;
parameter H_640_480p_POL			= 0;			 
parameter V_640_480p_POL			= 0;			 
parameter H_720_480p_S				= 62;				 
parameter H_720_480p_FP				= 16; 				 
parameter H_720_480p_AV				= 720; 				 
parameter H_720_480p_BP				= 60;				 
parameter V_720_480p_S				= 6;				 
parameter V_720_480p_FP				= 9; 				 
parameter V_720_480p_AV				= 480; 				 
parameter V_720_480p_BP				= 30;				 
parameter H_720_480p_AV_FP			= H_720_480p_AV + H_720_480p_FP;
parameter H_720_480p_AV_FP_S		= H_720_480p_AV + H_720_480p_FP + H_720_480p_S;
parameter H_720_480p_AV_FP_S_BP		= H_720_480p_AV + H_720_480p_FP + H_720_480p_S + H_720_480p_BP;
parameter V_720_480p_AV_FP			= V_720_480p_AV + V_720_480p_FP;
parameter V_720_480p_AV_FP_S		= V_720_480p_AV + V_720_480p_FP + V_720_480p_S;
parameter V_720_480p_AV_FP_S_BP		= V_720_480p_AV + V_720_480p_FP + V_720_480p_S + V_720_480p_BP;
parameter H_720_480p_POL			= 0;			 
parameter V_720_480p_POL			= 0;			 
parameter H_1280_720p_S				= 40;				 
parameter H_1280_720p_FP			= 110; 				 
parameter H_1280_720p_AV			= 1280; 			 
parameter H_1280_720p_BP			= 220;				 
parameter V_1280_720p_S				= 5;				 
parameter V_1280_720p_FP			= 5; 				 
parameter V_1280_720p_AV			= 720; 				 
parameter V_1280_720p_BP			= 20;				 
parameter H_1280_720p_AV_FP			= H_1280_720p_AV + H_1280_720p_FP;
parameter H_1280_720p_AV_FP_S		= H_1280_720p_AV + H_1280_720p_FP + H_1280_720p_S;
parameter H_1280_720p_AV_FP_S_BP	= H_1280_720p_AV + H_1280_720p_FP + H_1280_720p_S + H_1280_720p_BP;
parameter V_1280_720p_AV_FP			= V_1280_720p_AV + V_1280_720p_FP;
parameter V_1280_720p_AV_FP_S		= V_1280_720p_AV + V_1280_720p_FP + V_1280_720p_S;
parameter V_1280_720p_AV_FP_S_BP	= V_1280_720p_AV + V_1280_720p_FP + V_1280_720p_S + V_1280_720p_BP;
parameter H_1280_720p_POL			= 1;			 
parameter V_1280_720p_POL			= 1;			 
parameter H_1600_900p_S				= 20;				 
parameter H_1600_900p_FP			= 60; 				 
parameter H_1600_900p_AV			= 1600; 			 
parameter H_1600_900p_BP			= 120;				 
parameter V_1600_900p_S				= 10;				 
parameter V_1600_900p_FP			= 20; 				 
parameter V_1600_900p_AV			= 900; 				 
parameter V_1600_900p_BP			= 70;				 
parameter H_1600_900p_AV_FP			= H_1600_900p_AV + H_1600_900p_FP;
parameter H_1600_900p_AV_FP_S		= H_1600_900p_AV + H_1600_900p_FP + H_1600_900p_S;
parameter H_1600_900p_AV_FP_S_BP	= H_1600_900p_AV + H_1600_900p_FP + H_1600_900p_S + H_1600_900p_BP;
parameter V_1600_900p_AV_FP			= V_1600_900p_AV + V_1600_900p_FP;
parameter V_1600_900p_AV_FP_S		= V_1600_900p_AV + V_1600_900p_FP + V_1600_900p_S;
parameter V_1600_900p_AV_FP_S_BP	= V_1600_900p_AV + V_1600_900p_FP + V_1600_900p_S + V_1600_900p_BP;
parameter H_1600_900p_POL			= 1;			 
parameter V_1600_900p_POL			= 1;			 
parameter H_800_600p_S				= 128;				 
parameter H_800_600p_FP				= 40; 				 
parameter H_800_600p_AV				= 800; 			 
parameter H_800_600p_BP				= 88;				 
parameter V_800_600p_S				= 4;				 
parameter V_800_600p_FP				= 1; 				 
parameter V_800_600p_AV				= 600; 				 
parameter V_800_600p_BP				= 23;				 
parameter H_800_600p_AV_FP			= H_800_600p_AV + H_800_600p_FP;
parameter H_800_600p_AV_FP_S		= H_800_600p_AV + H_800_600p_FP + H_800_600p_S;
parameter H_800_600p_AV_FP_S_BP		= H_800_600p_AV + H_800_600p_FP + H_800_600p_S + H_800_600p_BP;
parameter V_800_600p_AV_FP			= V_800_600p_AV + V_800_600p_FP;
parameter V_800_600p_AV_FP_S		= V_800_600p_AV + V_800_600p_FP + V_800_600p_S;
parameter V_800_600p_AV_FP_S_BP		= V_800_600p_AV + V_800_600p_FP + V_800_600p_S + V_800_600p_BP;
parameter H_800_600p_POL			= 1;			 
parameter V_800_600p_POL			= 1;			 
parameter	integer		TopLeft_X			= 150;
parameter	integer		TopLeft_Y			= 300;
parameter	integer		TopRight_X			= 3950;
parameter	integer		TopRight_Y			= 300;
parameter	integer		BottomLeft_X		= 150;
parameter	integer		BottomLeft_Y		= 3800;
parameter	integer		BottomRight_X		= 3950;
parameter	integer		BottomRight_Y		= 3800;
parameter	integer		XPlateR				= 900;
parameter 	integer		YPlateR				= 245;
`timescale 1ns / 1ps
`default_nettype none	 
module Seven_Segment_Display 
   #(parameter	CLOCKFREQ	= 100,	 
					DIGITS		= 4)
    (input  wire                clk_i,
     input  wire [DIGITS*4-1:0] data_i,
     input	wire [DIGITS-1:0]   dots_i,
     output	reg  [DIGITS-1:0]   an_o,
     output	wire [7:0]          ca_o);
	parameter 	integer		DISP_FREQ			=	20*DIGITS;
	parameter	integer		DISP_FREQ_CYCLES	=	(CLOCKFREQ*1000/DISP_FREQ);	 
	parameter					ZERO					=	7'b1000000;	 
	parameter					ONE					=	7'b1111001;	
	parameter					TWO					=	7'b0100100;
	parameter					THREE					=	7'b0110000;
	parameter					FOUR					=	7'b0011001;
	parameter					FIVE					=	7'b0010010;
	parameter					SIX					=	7'b0000010;
	parameter					SEVEN					=	7'b1111000;		
	parameter					EIGHT					=	7'b0000000;
	parameter					NINE					=	7'b0010000;
	parameter					A						=	7'b0001000;	 
	parameter					B						=	7'b0000011;
	parameter					C						=	7'b1000110;
	parameter					D						=	7'b0100001;
	parameter					E						=	7'b0000110;
	parameter					F						=	7'b0001110;
	parameter					DEFAULT				=	7'b0001001;	 
	reg		[$clog2(DISP_FREQ_CYCLES)-1:0]		refreshCnt;
	reg		[$clog2(DIGITS)-1:0]						DigitNo;
	reg		[3:0]											Digit;
	reg		[6:0]											HexDigit;
	wire														Dot;
	wire														DisplayCLK;
	initial
		begin
			refreshCnt	=	'b0;
			DigitNo		=	'b0;
		end
	always@(Digit)
		case(Digit)
			0	:	HexDigit	=	ZERO;
			1	:	HexDigit	=	ONE;
			2	:	HexDigit	=	TWO;
			3	:	HexDigit	=	THREE;
			4	:	HexDigit	=	FOUR;
			5	:	HexDigit	=	FIVE;
			6	:	HexDigit	=	SIX;
			7	:	HexDigit	=	SEVEN;
			8	:	HexDigit	=	EIGHT;
			9	:	HexDigit	=	NINE;
			10	:	HexDigit	=	A;
			11	:	HexDigit	=	B;	
			12	:	HexDigit	=	C;
			13	:	HexDigit	=	D;	
			14	:	HexDigit	=	E;
			15	:	HexDigit	=	F;
			default:	HexDigit	=	DEFAULT;
		endcase
	always@(data_i, DigitNo)
		case(DigitNo)
        0   :  Digit = data_i[3:0];
        1  	:	Digit = data_i[7:4];
        2   :  Digit = data_i[11:8];
        3   :  Digit = data_i[15:12];
			default: Digit = DEFAULT;
		endcase
	assign	Dot  =	~dots_i[DigitNo];
	assign	ca_o =	{Dot,HexDigit};
   always@(posedge clk_i)
	   if(refreshCnt	==	DISP_FREQ_CYCLES-1) refreshCnt	<=	'b0;
		else                                  refreshCnt	<=	refreshCnt + 1'b1;
   always@(posedge clk_i)
	   if(refreshCnt	==	DISP_FREQ_CYCLES-1)
		   if  ((DigitNo+1) ==	DIGITS) DigitNo <=	'b0;
			else                         DigitNo <=	DigitNo + 1'b1;
   always@(DigitNo) begin
      an_o				<=	4'hF;
      an_o[DigitNo]	<=	1'b0;
   end
endmodule
### flow/run.sh
#!/bin/bash
# OpenROAD 26Q1-2900-gdf79404cd8, Yosys 0.63+post, stock flow scripts
make -C /OpenROAD-flow-scripts/flow DESIGN_CONFIG=/design/flow/config.mk WORK_HOME=/design/flow/orfs finish
==> notes.md <==
yosys + openroad results -> core area 4410 sq um, Finished Layout Cells 226, Die Y 88 um, via/cell ratio 4.34, Log Warnings 36, crit path cell chain clkdlybuf4s50_1 > a22oi_1 > nand2_1 > mux2i_1 > inv_1 > buf_6 > ha_2 > or3_4 > o21ai_1 > buf_2, clock-pin slew on the worst setup and hold paths 0.05 ns, CP max stage delay 0.40 ns, routed wire length per instance 11.2 um, chip area line of the yosys report 1010 sq um, clock skew 0.00109 ns, # setup viols final 0, register share after synthesis 27.7%, Syn Area/Cell 8.95 sq um, DIE WIDTH 88 um, 1st-pass router iterations 4, Buffers on Ports 32, Yosys cell types 27, dpl cells 213, I/O pins 33, WL final 2540 um, Die Size 7740 sq um, H-tree depth 1, Worst EP arrival 2.40 ns, Flop pwr share 49.6%, ys async rst share 0%, initial antenna violation count 0, yosys cell count 113, Place WS -0.259 ns, P_int 0.000285 W, initial core utilization 22.9%, synthesized cell area 1010 sq um, Buf/Inv on CP 4, clock power share 42.2%, Max Clock Freq 332 MHz, synthesis-stage register bit count 13, clock buffer count from CTS 3, fin. max-slew vios 0, Final Cycle Share 97.3%, Routed Antenna Nets 0, Final Hold Fails 0, Net Sw Frac 17.2%, Pwr Total 0.000345 W, Logic pwr share 8.2%, CP top delay family buffers and inverters, post-DP HPWL 1910 um, static leakage 0.695 nW, Switch Pwr 0.0000593 W, antenna fix cells 0, critical path class in2out, gr ovfl total 0, Yosys top cell area share 21.8%, main flop type dfxtp_1, Worst Tran Pin Value 0.837 ns, worst path required time 2.48 ns, top cells, area dfxtp_1, ha_1, mux2i_1, DRC errors left 0, Commonest cells post-synth inv_1, ha_1, dfxtp_1, nor2_1, clock root buffer clkbuf_8, status completed, Hold Crit Class reg2reg, row count 24, first-pass GRT wire length 4080 um, largest net degree at the start of global routing 10, share of cells above drive strength 1 32.2%, CTS sink cnt 13, Setup crit start kind primary input, Yosys warning count 1, Synth top cell by count inv_1, Clock Path Buffers 2, crit path time final 3.02 ns, GRT Total Usage 6.22%, area growth from synthesis to layout 67.3%, EDFF count, synth 2, Post-Syn Instances 113, Max-slew headroom 44.1%, pwr/cell area 204 nW/um^2, final hold slack 0.482 ns, crit path max fanout 2, vias in the first global route 942, clk latency of the worst-skew pair 0.24 ns, critical path capture point type output pin, CTS tree built, Yosys top cell by area dfxtp_1, placer congestion estimate 0.822, slowest library cell on the worst path clkdlybuf4s50_1, # Max-Cap Violations 0, vias 980, VDD IR max 0.000208 V, initial DRC count 39, Final WS setup 0.0840 ns
-- power groups by stage --
| stage | Sequential [W] | Clock [W] | Combinational, W |
|---|---|---|---|
| 6_report | 0.000171 | 0.000145 | 0.0000283 |
| 5_1_grt | 0.000171 | 0.000158 | 0.0000302 |
| 4_1_cts | 0.000171 | 0.000149 | 0.0000287 |
-- routing by layer --
metal | share of wire [%] | wire length [um] | global-route usage, % | vias up
met1 | 46 | 1180 | 8.10 | 437
li1 | - | - | - | 510
met2 | 41 | 1050 | 9.99 | 31
met3 | 12 | 300 | 2.53 | 2
met5 | 0 | 0 | 0 | -
met4 | 0.59 | 15 | 0.290 | 0
-- kinds of logic (layout without fill, tap and decap cells) --
| logic type | count (synthesis) | in the layout | synth area share [%] |
|---|---|---|---|
| XOR/XNOR | 10 | 10 | 8.66 |
| flip-flops | 13 | 13 | 27.7 |
| AND-OR/OR-AND | 10 | 10 | 7.67 |
| multiplexers | 13 | 13 | 14.4 |
| AND/OR/NAND/NOR | 35 | 35 | 17.3 |
| adder cells (fa/ha/maj) | 13 | 13 | 16.1 |
| buffers and inverters | 19 | 80 | 8.17 |
-- cell usage in the layout (no fill, tap or decap), drive strengths merged, types with 2 or more instances in the layout --
| cell | instances |
|---|---|
| nor4 | 3 |
| buf | 29 |
| edfxtp | 2 |
| nand2 | 10 |
| inv | 16 |
| nor2 | 11 |
| a222oi | 3 |
| mux2i | 10 |
| clkdlybuf4s50 | 24 |
| o22ai | 4 |
| clkbuf | 8 |
| nand3 | 4 |
| ha | 13 |
| nor3 | 2 |
| xnor2 | 9 |
| mux2 | 2 |
| dfxtp | 11 |
-- through the flow --
step | instance area, sq um | utilization [%] | TNS [ns]
2_1_floorplan | 1010 | - | 0
3_3_place_gp | 1520 | 34.4 | -1.23
3_5_place_dp | 1520 | 34.4 | -1.24
4_1_cts | 1630 | 36.9 | -0.0131
5_1_grt | 1690 | 38.3 | -0.0277
6_report | 1690 | 38.3 | 0
-- state kept, by name (all words and copies together), names as in the netlist --
| name | flops |
|---|---|
| refreshCnt | 11 |
| DigitNo | 2 |
-- worst reg2reg max path: cells and delay by family, from the launching register on --
kind          cells  cell delay, ns
simple gates      3            0.91
fa+ha+maj         1            0.16
flops             1            0.39
-- what timing repair did --
action / in CTS / in global routing
resized: 23 / 18
setup endpoints to repair: 7 / 7
buffers inserted: 5 / 5
pin swaps: 5 / 7
hold buffers: 0 / 0
-- layout make-up --
class / instances / area (sq um)
Fill cell: 412 / 2720
Sequential cell: 13 / 280
Multi-Input combinational cell: 81 / 719
Timing Repair Buffer: 60 / 522
Tap cell: 52 / 65.1
Clock buffer: 4 / 45.0
Inverter: 16 / 60.1
-- worst paths after layout --
path / start / end / cells after the start / slack [ns]
setup / recovery: data_i[9] / ca_o[4] / 10 / 0.08
hold / removal: refreshCnt[0] / refreshCnt[0] / 1 / 0.48
setup reg to reg: refreshCnt[0] / DigitNo[1] / 4 / 1.26
hold reg to reg: refreshCnt[0] / refreshCnt[0] / 1 / 0.48
Power figures rest on the tool's default switching activity, not on a simulated workload.
